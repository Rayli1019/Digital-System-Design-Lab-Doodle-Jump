$ cat design/flow/config.mk
export PLATFORM = sky130hd
export DESIGN_NAME = project
export DESIGN_NICKNAME = project
export VERILOG_FILES = /design/flow/design.v
export SDC_FILE = /design/flow/constraint.sdc
export NUM_CORES = 4
export LEC_CHECK = 1
export CORE_UTILIZATION = 30
$ cat design/flow/constraint.sdc
current_design project

set clk_period 6.3
set clk_io_pct 0.2

create_clock -name clk0 -period $clk_period [get_ports {clk}]

set non_clock_inputs [all_inputs -no_clocks]
set_input_delay [expr $clk_period * $clk_io_pct] -clock clk0 $non_clock_inputs
set_output_delay [expr $clk_period * $clk_io_pct] -clock clk0 [all_outputs]
$ cat design/flow/design.v
  module project(input clk, left, right, start, rst, output reg [7:0] ROW, COL,
	output reg [7:0] seg7_3, seg7_2, seg7_1, output reg [4:0] state, next_state);
	reg [1:0] matrix[7:0][7:0]; 
	reg [9:0] score;
	reg [3:0] BCD_1;
	reg [3:0] BCD_2;
	reg [3:0] BCD_3;
	reg [9:0] temp;
	reg [2:0] player_X;  
	reg [2:0] player_Y;
	reg player_clk;
	reg [3:0] jump_count;
	reg jump;
	reg [7:0] player_clk_count;
	reg move_finish;
	reg [2:0] rand_num_3; 
	reg [4:0] rand_num_5; 
	reg end_game;
	reg [7:0] ROW_REG;
	reg [2:0] generate_fg;  
	reg [4:0] disappear_probility; 
	reg [2:0] display_count;
	reg display;
	reg [7:0] display_clk;
	parameter S_IDLE = 0, S_INITIAL_GAME = 1, 
	S_GENERATE = 2, S_MOVE = 3, S_MOVE_2 = 4,
	S_NEW_STAIR = 5, S_RST = 6;
	parameter BLANK = 8'b00000000, ZERO = 8'b11000000, ONE = 8'b11111001, TWO = 8'b10100100, THREE = 8'b10110000,
	FOUR = 8'b10011001, FIVE = 8'b10010010, SIX = 8'b10000010, SEVEN = 8'b11111000, EIGHT = 8'b10000000,
	NINE = 8'b10010000;
	parameter PLAYER_MOVE_STOP = 150;
	integer i, j, k, x;
	initial begin
		score <= 0;
		for (i = 0; i < 8; i = i + 1) begin
			for (j = 0; j < 8; j = j + 1) begin
				matrix[i][j] <= 2'b00; 
			end
		end
		disappear_probility <= 31;
		end_game <= 0;
		jump <= 1;
		move_finish <= 0;
		rand_num_3 <= 1;
		rand_num_5 <= 1;
		player_X <= 2;
		player_Y <= 2;
	end
	always@(posedge clk) begin
		case(state)
		S_RST: begin
			disappear_probility <= 31;
		end
		default: begin
			if(score < 20) begin
				disappear_probility <= 31;
			end
			else if(score == 20) begin
				disappear_probility <= 28;
			end
			else if(score == 30) begin
				disappear_probility <= 25;
			end
			else if(score == 40) begin
				disappear_probility <= 20;
			end
			else if(score == 50) begin
				disappear_probility <= 15;
			end
			else if(score == 60) begin
				disappear_probility <= 10;
			end
			else if(score > 60)begin
				disappear_probility <= 0;
			end
		end
		endcase
	end
	always@(posedge clk) begin  
		case(state) 
			S_RST: begin
				player_clk <= 0;
				player_clk_count <= 0;
			end
			S_MOVE: begin
				if(player_clk_count < PLAYER_MOVE_STOP) begin
					player_clk_count <= player_clk_count + 1;
					player_clk <= 0;
				end
				else begin
					player_clk <= 1;
					player_clk_count <= 0;
				end
			end
		endcase
		if(display_clk > 150) begin
			display = ~display;
			display_clk <= 0;
		end
		else begin
			display_clk <= display_clk + 1;
		end
	end
	always@(posedge clk) begin  
		if(rst) begin
			state <= S_RST;
		end
		else begin
			state <= next_state;
		end
	end
	always@(*) begin
		case(state)
			S_RST: begin
				next_state = S_IDLE;
			end
			S_IDLE: begin
				if(start == 1) begin
					next_state = S_INITIAL_GAME;
				end
				else begin
					next_state = S_IDLE;
				end
			end
			S_INITIAL_GAME: begin  
				next_state = S_MOVE;
			end
			S_GENERATE: begin 
				if(generate_fg != 0) begin
					next_state = S_GENERATE;
				end
				else begin
					next_state = S_MOVE;
				end
			end
			S_MOVE: begin
				next_state = S_MOVE_2;
			end
			S_MOVE_2: begin  
				if(end_game == 1) begin
					next_state = S_RST;
				end
				else if(move_finish == 1) begin
					next_state = S_NEW_STAIR;
				end
				else begin
					next_state = S_MOVE;
				end
			end
			S_NEW_STAIR: begin	  
				next_state = S_GENERATE;
			end
		endcase
	end
	always@(posedge clk) begin
		case(state)
		S_RST:begin
			end_game = 0;
		end
		default: begin
				if(player_Y == 0) begin
					end_game = 1;
				end
			end
		endcase
	end
	always@(posedge clk) begin  
		case(state)
			S_RST: begin
				generate_fg <= 0;
			end
			S_NEW_STAIR:begin
				if(matrix[player_X][player_Y + 1] == 2) begin 
					generate_fg <= 4;
				end
				else if(matrix[player_X][player_Y + 1] == 1) begin
					generate_fg <= 3;
				end
			end
			S_GENERATE:
				if(generate_fg > 0) begin
					generate_fg <= generate_fg - 1;
				end
		endcase
	end
	always @(posedge clk) begin
    case(state)
		S_RST: begin
			move_finish <= 0;
			jump <= 1;
			jump_count <= 0;
			player_X <= 2;
			player_Y <= 2;
		end
        S_MOVE: begin
			if(player_clk == 1) begin
				if (jump_count < 2) begin
					jump_count <= jump_count + 1;
					jump <= 1;
				end
				else begin
					jump <= 0;
				end
				if (right == 1) begin
					if (player_X > 0) begin
						player_X <= player_X - 1;  
					end
					else begin
						player_X <= player_X; 
					end
				end
				else if (left == 1) begin
					if (player_X < 7) begin
						player_X <= player_X + 1;  
					end
					else begin
						player_X <= player_X;
					end
				end
				if (jump == 0) begin
					if (matrix[player_X][player_Y - 1] == 0) begin
						player_Y <= player_Y - 1;  
					end
					else begin
						player_Y <= player_Y;  
						jump <= 1;  
						jump_count <= 0;
						if(player_Y == 4) begin
							move_finish <= 1;
							player_Y <= player_Y - 2;
						end
					end
				end
				else if (jump == 1) begin
					player_Y <= player_Y + 1;  
				end
			end
        end
		S_GENERATE:begin
			move_finish <= 0;
		end
    endcase
	end
	always@(negedge clk) begin  
		case(state)
			S_RST: begin
				for (i = 0; i < 8; i = i + 1) begin
					for (j = 0; j < 8; j = j + 1) begin
						matrix[i][j] <= 2'b00; 
					end
				end
			end
			S_INITIAL_GAME: begin  
				score <= 0;
				matrix[3][1] <= 2'b01;
				matrix[2][1] <= 2'b01;
				matrix[1][1] <= 2'b01;
				matrix[7][3] <= 2'b01;
				matrix[6][3] <= 2'b01;
				matrix[5][3] <= 2'b01;
				matrix[4][5] <= 2'b01;
				matrix[3][5] <= 2'b01;
				matrix[2][5] <= 2'b01;
				matrix[5][7] <= 2'b01;
				matrix[6][7] <= 2'b01;
				matrix[7][7] <= 2'b01;
			end
			S_GENERATE: begin
				if(generate_fg == 4) begin  
					for(i = 0; i < 8; i = i + 1) begin
						matrix[i][3] <= 2'b00;
					end
				end
				else if((generate_fg == 3) || (generate_fg == 2)) begin  
					for (i = 0; i < 8; i = i + 1) begin
						matrix[i][0] <= matrix[i][1];   
						matrix[i][1] <= matrix[i][2];   
						matrix[i][2] <= matrix[i][3];   
						matrix[i][3] <= matrix[i][4];   
						matrix[i][4] <= matrix[i][5];   
						matrix[i][5] <= matrix[i][6];   
						matrix[i][6] <= matrix[i][7];   
						matrix[i][7] <= 2'b00;
					end
				end
				else if(generate_fg == 1) begin
					score <= score + 1;
					case(rand_num_3)  
						0:begin
							if(rand_num_5 <= disappear_probility) begin
								matrix[2][7] <= 1;
								matrix[1][7] <= 1;
								matrix[0][7] <= 1;
							end
							else begin
								matrix[2][7] <= 2;
								matrix[1][7] <= 2;
								matrix[0][7] <= 2;
							end
						end
						1:begin
							if(rand_num_5 <= disappear_probility) begin
								matrix[3][7] <= 1;
								matrix[2][7] <= 1;
								matrix[1][7] <= 1;
							end
							else begin
								matrix[3][7] <= 2;
								matrix[2][7] <= 2;
								matrix[1][7] <= 2;
							end
						end
						2:begin
							if(rand_num_5 <= disappear_probility) begin
								matrix[4][7] <= 1;
								matrix[3][7] <= 1;
								matrix[2][7] <= 1;
							end
							else begin
								matrix[4][7] <= 2;
								matrix[3][7] <= 2;
								matrix[2][7] <= 2;
							end
						end
						3:begin
							if(rand_num_5 <= disappear_probility) begin
								matrix[5][7] <= 1;
								matrix[4][7] <= 1;
								matrix[3][7] <= 1;
							end
							else begin
								matrix[5][7] <= 2;
								matrix[4][7] <= 2;
								matrix[3][7] <= 2;
							end
						end
						4:begin
							if(rand_num_5 <= disappear_probility) begin
								matrix[6][7] <= 1;
								matrix[5][7] <= 1;
								matrix[4][7] <= 1;
							end
							else begin
								matrix[6][7] <= 2;
								matrix[5][7] <= 2;
								matrix[4][7] <= 2;
							end
						end
						5:begin
							if(rand_num_5 <= disappear_probility) begin
								matrix[5][7] <= 1;
								matrix[6][7] <= 1;
								matrix[7][7] <= 1;
							end
							else begin
								matrix[5][7] <= 2;
								matrix[6][7] <= 2;
								matrix[7][7] <= 2;
							end
						end
						6:begin
							if(rand_num_5 <= disappear_probility) begin
								matrix[2][7] <= 1;
								matrix[1][7] <= 1;
								matrix[0][7] <= 1;
							end
							else begin
								matrix[3][7] <= 2;
								matrix[2][7] <= 2;
								matrix[1][7] <= 2;
							end
						end
						7:begin
							if(rand_num_5 <= disappear_probility) begin
								matrix[4][7] <= 1;
								matrix[3][7] <= 1;
								matrix[2][7] <= 1;
							end
							else begin
								matrix[5][7] <= 2;
								matrix[4][7] <= 2;
								matrix[3][7] <= 2;
							end
						end
					endcase
				end
			end
		endcase
	end
	always@(posedge clk) begin
		temp = score;
		BCD_3 = 0;
		BCD_2 = 0;
		BCD_1 = 0;
		for(k = 0; k < 9; k = k + 1)
		begin
			{BCD_3, BCD_2, BCD_1, temp} = {BCD_3, BCD_2, BCD_1, temp} * 2;
			if(BCD_2 >= 5)
			begin
				BCD_2 = BCD_2 + 3;
			end
			if(BCD_1 >= 5)
			begin
				BCD_1 = BCD_1 + 3;
			end
		end
		{BCD_3, BCD_2, BCD_1} = {BCD_3, BCD_2, BCD_1} * 2 + temp[9];
	end
	always@(posedge clk) begin
		case(BCD_3)
			0: seg7_3 <= ZERO;
			1: seg7_3 <= ONE;
			2: seg7_3 <= TWO;
			3: seg7_3 <= THREE;
			4: seg7_3 <= FOUR;
			5: seg7_3 <= FIVE;
			6: seg7_3 <= SIX;
			7: seg7_3 <= SEVEN;
			8: seg7_3 <= EIGHT;
			9: seg7_3 <= NINE;
			default: seg7_3 <= BLANK;
		endcase
	end
	always@(posedge clk) begin
		case(BCD_2)
			0: seg7_2 <= ZERO;
			1: seg7_2 <= ONE;
			2: seg7_2 <= TWO;
			3: seg7_2 <= THREE;
			4: seg7_2 <= FOUR;
			5: seg7_2 <= FIVE;
			6: seg7_2 <= SIX;
			7: seg7_2 <= SEVEN;
			8: seg7_2 <= EIGHT;
			9: seg7_2 <= NINE;
			default: seg7_2 <= BLANK;
		endcase
	end
	always@(posedge clk) begin
		case(BCD_1)
			0: seg7_1 <= ZERO;
			1: seg7_1 <= ONE;
			2: seg7_1 <= TWO;
			3: seg7_1 <= THREE;
			4: seg7_1 <= FOUR;
			5: seg7_1 <= FIVE;
			6: seg7_1 <= SIX;
			7: seg7_1 <= SEVEN;
			8: seg7_1 <= EIGHT;
			9: seg7_1 <= NINE;
			default: seg7_1 <= BLANK;
		endcase
	end
	always@(posedge clk) begin  
		case(state)
			S_IDLE, S_RST:begin
				ROW <= 0;
				COL <= (COL << 1);
			end
			default: begin
				case(display_count)
					0:begin
						ROW_REG = 0;
						for(i = 0; i < 8; i = i + 1) begin
							if(matrix[i][0] == 1 || (player_X == i && player_Y == 0)) begin
								ROW_REG = (ROW_REG << 1) + 1;
							end
							else if(matrix[i][0] == 2 || (player_X == i && player_Y == 0)) begin
								ROW_REG = (ROW_REG << 1) + display;
							end
							else begin
								ROW_REG = (ROW_REG << 1);
							end
						end
						ROW = ROW_REG;
						display_count = display_count + 1;
						COL = 8'b10000000;
					end
					1:begin
						ROW_REG = 0;
						for(i = 0; i < 8; i = i + 1) begin
							if(matrix[i][1] == 1|| (player_X == i && player_Y == 1)) begin
								ROW_REG = (ROW_REG << 1) + 1;
							end
							else if(matrix[i][1] == 2 || (player_X == i && player_Y == 1)) begin
								ROW_REG = (ROW_REG << 1) + display;
							end
							else begin
								ROW_REG = (ROW_REG << 1);
							end
						end
						ROW = ROW_REG;
						display_count = display_count + 1;
						COL = 8'b01000000;
					end
					2:begin
						ROW_REG = 0;
						for(i = 0; i < 8; i = i + 1) begin
							if(matrix[i][2] == 1 || (player_X == i && player_Y == 2)) begin
								ROW_REG = (ROW_REG << 1) + 1;
							end
							else if(matrix[i][2] == 2 || (player_X == i && player_Y == 2)) begin
								ROW_REG = (ROW_REG << 1) + display;
							end
							else begin
								ROW_REG = (ROW_REG << 1);
							end
						end
						ROW = ROW_REG;
						display_count = display_count + 1;
						COL = 8'b00100000;
					end
					3:begin
						ROW_REG = 0;
						for(i = 0; i < 8; i = i + 1) begin
							if(matrix[i][3] == 1 || (player_X == i && player_Y == 3)) begin
								ROW_REG = (ROW_REG << 1) + 1;
							end
							else if(matrix[i][3] == 2 || (player_X == i && player_Y == 3)) begin
								ROW_REG = (ROW_REG << 1) + display;
							end
							else begin
								ROW_REG = (ROW_REG << 1);
							end
						end
						ROW = ROW_REG;
						display_count = display_count + 1;
						COL = 8'b00010000;
					end
					4:begin
						ROW_REG = 0;
						for(i = 0; i < 8; i = i + 1) begin
							if(matrix[i][4] == 1 || (player_X == i && player_Y == 4)) begin
								ROW_REG = (ROW_REG << 1) + 1;
							end
							else if(matrix[i][4] == 2 || (player_X == i && player_Y == 4)) begin
								ROW_REG = (ROW_REG << 1) + display;
							end
							else begin
								ROW_REG = (ROW_REG << 1);
							end
						end
						ROW = ROW_REG;
						display_count = display_count + 1;
						COL = 8'b00001000;
					end
					5:begin
						ROW_REG = 0;
						for(i = 0; i < 8; i = i + 1) begin
							if(matrix[i][5] == 1 || (player_X == i && player_Y == 5)) begin
								ROW_REG = (ROW_REG << 1) + 1;
							end
							else if(matrix[i][5] == 2 || (player_X == i && player_Y == 5)) begin
								ROW_REG = (ROW_REG << 1) + display;
							end
							else begin
								ROW_REG = (ROW_REG << 1);
							end
						end
						ROW = ROW_REG;
						display_count = display_count + 1;
						COL = 8'b00000100;
					end
					6:begin
						ROW_REG = 0;
						for(i = 0; i < 8; i = i + 1) begin
							if(matrix[i][6] == 1 || (player_X == i && player_Y == 6)) begin
								ROW_REG = (ROW_REG << 1) + 1;
							end
							else if(matrix[i][6] == 2 || (player_X == i && player_Y == 6)) begin
								ROW_REG = (ROW_REG << 1) + display;
							end
							else begin
								ROW_REG = (ROW_REG << 1);
							end
						end
						ROW = ROW_REG;
						display_count = display_count + 1;
						COL = 8'b00000010;
					end
					7:begin
						ROW_REG = 0;
						for(i = 0; i < 8; i = i + 1) begin
							if(matrix[i][7] == 1 || (player_X == i && player_Y == 7)) begin
								ROW_REG = (ROW_REG << 1) + 1;
							end
							else if(matrix[i][7] == 2 || (player_X == i && player_Y == 7)) begin
								ROW_REG = (ROW_REG << 1) + display;
							end
							else begin
								ROW_REG = (ROW_REG << 1);
							end
						end
						ROW = ROW_REG;
						COL = 8'b00000001;
						display_count = 0;
					end
					default: begin
						display_count = 0;
					end
				endcase
			end
		endcase
	end
	always@(posedge clk) begin
		case(state) 
			S_RST: begin
				rand_num_5 <= 1;
				rand_num_3 <= 1;
			end
			default: begin
				if(rand_num_5 == 31) begin
					rand_num_5 <= 0;
				end
				else begin
					rand_num_5 <= rand_num_5 + 1;
				end
				if(rand_num_3 == 7) begin
					rand_num_3 <= 0;
				end
				else begin
					rand_num_3 <= rand_num_3 + 1;
				end
			end
		endcase
	end
endmodule 
$ cat design/flow/run.sh
#!/bin/bash
# OpenROAD 26Q1-2900-gdf79404cd8, Yosys 0.63+post, stock flow scripts
make -C /OpenROAD-flow-scripts/flow DESIGN_CONFIG=/design/flow/config.mk WORK_HOME=/design/flow/orfs finish
==> run summary <==
Clock Skew - 0.0634 ns
Post-synthesis chip area from yosys - 16500 sq um
Setup crit start kind - flip-flop
Clk latency of the worst-skew pair - 0.64 ns
DIE WIDTH - 237 um
IO Count - 55
First-pass GRT wire length - 91800 um
Residual DRC - 0
Switch share - 33.9%
Yosys cell types - 97
Number of enable flip-flop cells - 166
Endpoints failing setup - 11
Met2 GRT Util - 32.2%
Crit end category - flip-flop
Setup Slack @ Placement - -1.99 ns
Flops & latches, synth - 246
RR Startpoint - score[8]
Count of tool warnings - 210
Largest net degree at the start of global routing - 88
Critical Path Max Stage Delay - 0.40 ns
CTS buffer count - 29
P per Cell Area - 271 nW/um^2
Max-cap violation count - 0
Top Layout Cells - inv_1 (240), buf_4 (209), edfxtp_1 (166)
Critical path class - flip-flop to flip-flop
Critical Path RT - 6.78 ns
Arrival time worst endpoint - 8.66 ns
Max transition margin - 37.8%
Vias in the first global route - 15600
CTS Hold Bufs - 0
Seq. cell area - 6570 sq um
Hold_sp - display_clk[0]
Number of unconstrained endpoints - 6
Sw Pwr - 1.93 mW
CTS tree - done
Asr flop ratio synth - 0%
Die extent in y - 237 um
Floorplan utilization - 30.5%
Syn_area_per_cell - 8.92 sq um
Dpl hpwl - 40800 um
Core Region - 54100 sq um
YS warnings - 2
Max-slew violations - 0
Fillers - 5140
Cells after Synth - 1854
Share of cells above drive strength 1 - 17.5%
Pint - 3.76 mW
Hold Vio Cnt, Final - 0
CP max FO - 5
Area of the mapped netlist - 16500 sq um
Leak - 8.66 nW
Avg Vias per Cell - 5.58
Combinational share of power - 25.2%
VDD IR-drop max - 0.000214 V
Initial antenna violation count - 0
Final WS setup - -1.89 ns
Std cell rows - 85
Most numerous logic cell after layout - inv_1
Chip footprint - 56000 sq um
Via count - 16000
Multi-input gate area in the final layout - 9450 sq um
Post-route design area - 21000 sq um
IO Port Bufs - 50
Failing checks - negative setup slack
Least-Margin Pin Slew - 0.933 ns
Critical Path Start - score[8]
Cell count in the Yosys report - 1854
Post-route ant nets - 0
Most frequent CP cell - ha_2
ANT cells - 0
Synth Flop Type - edfxtp_1
Register pins left without a clock - 3
GRT overflow - 0
Htree depth - 1
Placed inst area - 19000 sq um
RD Place Congestion - 1.10
Routed len/inst - 20.6 um
Clk buf depth - 3
Unrepaired setup endpoints after global routing - yes
Root Driver - clkbuf_16
GR peak layer - met2
Overall Global Routing Usage - 21.8%
WL final - 59200 um
CP max-delay cell - edfxtp_1
Worst hold path class - flip-flop to flip-flop
CTS clk-pin slew, worst paths - 0.07 ns
Area growth syn-to-layout - 26.9%
GRT met3 Usage - 7.08%
Drt pass-1 iters - 6
Met1 Use GR - 29.7%
Status - finished with violations
Initial drt markers - 1816
Clock power share - 37.3%
Reg power frac - 37.5%
critical path, delay by kind of cell (launching register included):
kind | cells | cell delay (ns)
fa+ha+maj | 5 | 1.10
xor+xnor | 1 | 0.22
mux | 2 | 0.28
buf+inv | 3 | 0.43
simple gates | 6 | 0.58
flops | 1 | 0.40
compound gates | 11 | 1.89
through the flow:
step	hold WS, ns	cells	utilization [%]	total power [mW]	setup TNS, ns
floorplan	0.401	1857	-	2.99	-19.13
global placement	0.432	2652	35.0	3.60	-15.93
detailed placement	0.439	2652	35.0	3.62	-16.89
CTS	0.455	2859	38.3	5.69	-14.43
global route	0.478	2872	38.8	6.04	-17.58
finish	0.446	2872	38.8	5.69	-14.60
metal layers:
layer  vias to the layer above  share of wire, %
met5                         -                 0
met4                         0               5.4
met3                       192                10
met2                       866                44
met1                      7518                40
li1                       7455                 -
sequential cells by signal (all words and copies together), names as in the netlist, 5 cells and up:
| register | count |
|---|---|
| disappear_probility | 5 |
| rand_num_5 | 5 |
| matrix | 128 |
| display_clk | 8 |
| seg7_1 | 8 |
| ROW | 8 |
| seg7_2 | 8 |
| COL | 8 |
| seg7_3 | 8 |
| score | 10 |
| player_clk_count | 8 |
power by group through the flow:
stage / clock network (mW) / registers, mW / logic (mW)
4_1_cts: 2.18 / 2.13 / 1.38
5_1_grt: 2.32 / 2.16 / 1.56
6_report: 2.12 / 2.14 / 1.43
synth_stat cells (33+ instances only):
| library cell | n | area [sq um] |
|---|---|---|
| a21oi_1 | 109 | 546 |
| a31oi_1 | 38 | 238 |
| a32oi_1 | 37 | 324 |
| and2_1 | 82 | 513 |
| and3_1 | 33 | 206 |
| clkbuf_1 | 103 | 387 |
| dfxtp_1 | 77 | 1540 |
| edfxtp_1 | 166 | 4980 |
| ha_1 | 80 | 1000 |
| inv_1 | 105 | 394 |
| mux2i_1 | 52 | 521 |
| nand2_1 | 147 | 552 |
| nand3_1 | 64 | 320 |
| nor2_1 | 159 | 597 |
| nor3_1 | 33 | 165 |
| o21ai_0 | 114 | 571 |
final cells by class:
cell class	count	share of cell area, %
Multi-Input combinational cell	1363	45.0
Sequential cell	246	31.3
Timing Repair Buffer	266	10.3
Tap cell	696	4.15
Clock inverter	160	3.64
Clock buffer	32	3.61
Inverter	109	1.95
logic make-up (layout without fill, tap and decap cells):
logic type      Yosys count  count (layout)  synth area share, %
compound gates          554             554                 23.3
xor+xnor                 40              40                 2.29
fa+ha+maj                81              81                 6.18
buf+inv                 248             567                 5.89
flops                   243             243                 39.5
latches                   3               3                0.272
mux                      65              65                 4.25
other cells               1               4               0.0227
simple gates            619             619                 18.3
path summary, 6_finish.rpt:
kind	endpoint	slack, ns	cells past startpoint
hold reg to reg	display_clk[0]	0.45	1
hold / removal	display_clk[0]	0.45	1
setup reg to reg	BCD_2[2]	-1.89	28
setup / recovery	BCD_2[2]	-1.89	28
what timing repair did:
| action | CTS | global route |
|---|---|---|
| gates resized | 37 | 27 |
| buffers inserted | 17 | 13 |
| cloned | 0 | 0 |
| setup endpoints to repair | 24 | 26 |
| pin swaps | 23 | 16 |
Power and IR drop assume default switching activity.
